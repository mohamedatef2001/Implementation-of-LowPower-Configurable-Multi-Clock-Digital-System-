===== design/flow/config.mk =====
export PLATFORM = sky130hd
export DESIGN_NAME = ARITHMETIC_UNIT
export DESIGN_NICKNAME = ARITHMETIC_UNIT
export VERILOG_FILES = /design/flow/design.v
export SDC_FILE = /design/flow/constraint.sdc
export NUM_CORES = 4
export LEC_CHECK = 1
export CORE_UTILIZATION = 30

===== design/flow/constraint.sdc =====
current_design ARITHMETIC_UNIT

set clk_period 1.0
set clk_io_pct 0.2

create_clock -name clk0 -period $clk_period [get_ports {clk}]

set non_clock_inputs [all_inputs -no_clocks]
set_input_delay [expr $clk_period * $clk_io_pct] -clock clk0 $non_clock_inputs
set_output_delay [expr $clk_period * $clk_io_pct] -clock clk0 [all_outputs]

===== design/flow/design.v =====
module ARITHMETIC_UNIT #(parameter width = 32)
  (
  input wire [width-17:0] a, b ,
  input wire [3:0] alu_fun ,
  input wire clk , arith_enable , rst ,
  output reg [width-1:0] arith_out ,
  output reg arith_flag , carry_out
  );
  always @ (posedge clk or negedge rst )
  if (!rst)
    begin
    arith_out <=1'b0;
    carry_out <= 1'b0;
    arith_flag <=1'b0;
    end
  else
    begin
      if (arith_enable)
        begin
        casex (alu_fun)
        4'bxx00 : 
        begin
        {carry_out , arith_out } <= a + b ;
        arith_flag <= 1'b1;
        end
        4'bxx01: 
        begin
        {carry_out , arith_out } <= a - b ;
        arith_flag <= 1'b1;
        end
        4'bxx10 : 
        begin
        {carry_out , arith_out } <= a * b ;
        arith_flag <= 1'b1;
        end
        4'bxx11 : 
        begin
        {carry_out , arith_out } <= a / b ;
        arith_flag <= 1'b1;
        end
        default :
        begin 
          arith_out <= 1'b0;
          arith_flag <= 1'b0;
          carry_out<= 1'b0;
        end
      endcase
    end
    else
      begin
      arith_flag <= 1'b0;
      arith_out <='b0;
      carry_out <= 1'b0;
    end
  end 
  endmodule

===== design/flow/run.sh =====
#!/bin/bash
# OpenROAD 26Q1-2900-gdf79404cd8, Yosys 0.63+post, stock flow scripts
make -C /OpenROAD-flow-scripts/flow DESIGN_CONFIG=/design/flow/config.mk WORK_HOME=/design/flow/orfs finish

==> impl_metrics.json <==
{
  "synth-main-ff-cell": "dfrtp_1",
  "regArea_sq_um": 853,
  "clkSinkCount": 34,
  "die_area_sq_mm": 0.113,
  "largest_area_cell": "ha_1",
  "start_kind": "input port",
  "ant_nets": 0,
  "min_period_ns": 77.86,
  "worstSetupPathType": "input port to flop",
  "min_path_type": "input port to async pin",
  "top_cell_area_share": 0.204,
  "tightest_slew_ns": 0.669,
  "die_h_microns": 336,
  "portBuffers": 70,
  "drt-initial-drc-count": 2686,
  "hold_ws_ns": -0.157,
  "top_cells_by_area": "ha_1 (20%), fa_1 (12%), nand2_1 (5.4%)",
  "ys_ff": 34,
  "endpoint_kind": "flop",
  "yosys.stat.seqShare": 0.0254,
  "grt_usage": 0.247,
  "ios": 73,
  "period_used_share": 77.9,
  "placementRows": 122,
  "wl_per_cell_microns": 17.4,
  "fmax_mhz": 12.8,
  "cp.required_ns": 1.20,
  "synth.distinct_cells": 109,
  "lay_top_cells": "buf_4 (2064), ha_1 (468), nand2_1 (448), nor2_1 (345), inv_1 (315)",
  "antenna_found_initial": 4,
  "cp_common_cell": "o21a_1",
  "max_cap_violations": 0,
  "syn_inst": 4542,
  "fillers": 9705,
  "setup_ws_ns": -76.86,
  "setup_viol": 47,
  "final_layout_size_suffix_gt1_frac": 0.432,
  "violations": "negative hold slack, negative setup slack",
  "dp_hpwl_microns": 105000,
  "htree_levels": 2,
  "clockBufferDepth": 2,
  "grt_max_degree": 38,
  "yosysWarnings": 1,
  "avgSynthCellArea_sq_um": 7.39,
  "area_growth_pct": 67.1,
  "cts_tree": "built",
  "slowest_stage": "or4_4",
  "yosysChipArea_sq_mm": 0.0335,
  "drt_wl_total_microns": 141000,
  "cts_buffers": 5,
  "drt_drc_violations_left": 0,
  "lay_top_count": "buf_4",
  "die_w_microns": 336,
  "vias": 42600,
  "grt_overflow": 0,
  "drt_pass1_iterations": 6,
  "cts-root-buf": "clkbuf_16",
  "coreArea_sq_mm": 0.111,
  "synthArstFlopShare": 1.00,
  "slew_headroom": 0.548,
  "warnings": 51,
  "vias_per_cell": 5.23,
  "syn_area_sq_mm": 0.0335,
  "status": "finished, violations left",
  "hold_viol": 34,
  "routabilityCongestion": 1.02,
  "setup-tns-final_ns": -986.54,
  "grt_pass1_vias": 40500,
  "final-max-slew-violation-count": 0,
  "worst-path-max-fanout": 19,
  "max_stage_delay_ns": 0.53,
  "fp-utilization": 0.303,
  "logic_area_sq_mm": 0.0344,
  "yosys_cells": 4542,
  "clkTransAtPathRegs_ns": 0.06,
  "rsz0062_at_grt": "yes",
  "synth-edff-count": 0,
  "grt_pass1_wl_microns": 218000,
  "arrival_ns": 78.06
}
-- worst paths after layout --
check / start / endpoint / slack [ns] / cells after the start
setup / recovery: b[3] / arith_out[0] / -76.86 / 450
hold / removal: rst / arith_out[0] / -0.16 / 2
max in group asynchronous: rst / arith_out[19] / 0.88 / 2
min in group clk0: alu_fun[0] / arith_out[14] / 0.57 / 5
-- final cells by class --
cell class,count,area share
clock buffers,5,0.00223
flip-flops and latches,34,0.0152
inverters,338,0.0230
multi-input cells,4030,0.613
diodes,3,0.000134
clock inverters,2,0.000178
well taps,1488,0.0332
repair buffers,2248,0.313
-- kinds of logic after synthesis --
logic type	count (synthesis)	share of synthesized area
XOR/XNOR	231	0.0603
multiplexers	119	0.0387
AND/OR/NAND/NOR	1604	0.228
buffers and inverters	496	0.0568
AND-OR/OR-AND	1314	0.270
adder cells (fa/ha/maj)	743	0.321
flip-flops	34	0.0254
other	1	0.000112
-- worst max-delay path: cells and delay by family --
family                     cells  cell delay [ns]
AOI/OAI and AO/OA            230            42.29
and+or+nand+nor               89            13.98
buffers and inverters         92            11.04
adders and majority gates     28             7.65
muxes                          9             2.53
xor gates and xnor gates       2             0.39
-- cells in the mapped netlist, types with 30 or more instances --
| master | instances |
|---|---|
| ha_1 | 546 |
| nand2_1 | 483 |
| nor2_1 | 403 |
| inv_1 | 333 |
| a21oi_1 | 274 |
| nor3_1 | 243 |
| o21a_1 | 209 |
| fa_1 | 196 |
| o21ai_0 | 160 |
| xnor2_1 | 160 |
| a21o_1 | 132 |
| o31ai_1 | 125 |
| clkbuf_1 | 124 |
| mux2_2 | 71 |
| xor2_1 | 71 |
| nand3_1 | 70 |
| and2_1 | 50 |
| or2_2 | 50 |
| nand4_1 | 49 |
| mux2i_1 | 46 |
| or3_1 | 44 |
| a31oi_1 | 42 |
| a211oi_1 | 39 |
| nand2b_1 | 39 |
| o211ai_1 | 35 |
| dfrtp_1 | 34 |
| o21bai_1 | 34 |
| a21boi_0 | 32 |
| nor4_1 | 31 |
| and3_1 | 30 |
| nor2b_1 | 30 |
-- layer usage --
| layer | GRT usage | vias to the layer above | share of wire |
|---|---|---|---|
| li1 | - | 20800 | - |
| met1 | 0.345 | 20100 | 0.45 |
| met2 | 0.392 | 1471 | 0.44 |
| met3 | 0.0555 | 227 | 0.082 |
| met4 | 0.0481 | 8 | 0.029 |
| met5 | 0.00723 | - | 0.0013 |
-- registers in the layout, summed over array words and instances (netlist names) --
name        flops
arith_flag      1
arith_out      32
carry_out       1
-- what timing repair did --
item,4_1_cts,5_1_grt
setup endpoints to repair,67,57
buffers inserted,404,130
hold endpoints to repair,34,34
pin swaps,228,195
cloned,3,1
gates resized,441,276
-- stage by stage --
step	hold WS, ns	std cells	area, sq um	util	worst slack [ns]
global placement	0.181	7611	49500	0.446	-78.50
CTS	-0.146	8022	54000	0.487	-75.38
finish	-0.157	8148	56100	0.506	-76.86
global route	-0.139	8147	56100	0.506	-80.94
detailed placement	0.193	7611	49500	0.446	-79.30
floorplan	-0.0956	4558	35500	-	-82.12
