`design.v`:
```
module SYS_CTRL (
  input  wire        CLK             ,   
  input  wire        ALU_OUT_VLD     ,   
  input  wire        RST             ,   
  input  wire        FIFO_FULL       ,   
  input  wire [15:0] ALU_OUT         ,   
  input  wire [7:0]  RF_RdData       ,   
  input  wire [7:0]  UART_RX_DATA    ,   
  input  wire        RF_RdData_VLD   ,   
  input  wire        UART_RX_VLD     ,   
  output reg [3:0]   ALU_FUN          ,   
  output reg         ALU_EN           ,   
  output reg         CLKG_EN          ,   
  output reg [3:0]   RF_Address       ,   
  output reg         RF_WrEn          ,   
  output reg         RF_RdEn          ,   
  output reg [7:0]   RF_WrData        ,   
  output reg [7:0]   UART_TX_DATA     ,   
  output reg         UART_TX_VLD      ,   
  output reg         CLKDIV_EN           
  );   
parameter ideal                         =  'b0000  ,
          RF_Wr_Addr                    =  'b0001  ,
          RF_Wr_Data                    =  'b0011  ,
          RF_Rd_Addr                    =  'b0010  ,
          Operand_A                     =  'b0110  ,
          Operand_B                     =  'b0111  ,
          ALU_OPER_W_NOP_CMD            =  'b0101  ,
          ALU_FUN_S                     =  'b0100  ;
reg [3:0] curent_state , next_state ;
reg [3:0] save ;
always @(posedge CLK or negedge RST)
begin
  if(!RST)
    curent_state <= ideal      ;
  else
    curent_state <= next_state ;
end
always @(*)
begin
      case(curent_state)
        ideal            : begin
                                 if(UART_RX_VLD && UART_RX_DATA == 'hAA)
                                   next_state = RF_Wr_Addr          ;
                                 else if (UART_RX_VLD && UART_RX_DATA == 'hBB)
                                   next_state = RF_Rd_Addr          ;
                                 else if (UART_RX_VLD && UART_RX_DATA == 'hCC)
                                   next_state = Operand_A           ;
                                 else if (UART_RX_VLD && UART_RX_DATA == 'hDD)
                                   next_state = ALU_FUN_S           ;
                                 else
                                   next_state = ideal               ;
                           end
        RF_Wr_Addr       : begin 
                                 if(UART_RX_VLD)
                                   next_state = RF_Wr_Data          ;
                                 else
                                   next_state = RF_Wr_Addr          ;
                            end
        RF_Wr_Data       : begin 
                                 if(UART_RX_VLD)
                                    next_state = ideal              ;
                                  else
                                    next_state = RF_Wr_Data         ;
                           end
        RF_Rd_Addr       : begin
                                 if(RF_RdData_VLD)
                                   next_state = ideal               ;
                                 else
                                   next_state = RF_Rd_Addr          ;
                           end
        Operand_A        : begin
                                  if(UART_RX_VLD)
                                    next_state = Operand_B          ;
                                   else
                                    next_state = Operand_A          ;
                            end
        Operand_B         : begin
                                  if(UART_RX_VLD)
                                    next_state = ALU_FUN_S          ;
                                  else
                                    next_state = Operand_B          ;
                            end                           
        ALU_FUN_S         : begin
                                  if(ALU_OUT_VLD)
                                    next_state = ideal               ;           
                                 else
                                    next_state = ALU_FUN_S           ;
                            end     
        default           : begin
                                    next_state = ideal               ;
                            end
 endcase
end
always @(*)
begin
ALU_FUN      = 'b0;
ALU_EN       = 'b0;
CLKG_EN      = 'b0;
RF_Address   = 'b0;
RF_WrEn      = 'b0;
RF_RdEn      = 'b0;
RF_WrData    = 'b0;
UART_TX_DATA = 'b0;
UART_TX_VLD  = 'b0;
CLKDIV_EN    = 'b1;
save         = 'b0;
      case (curent_state)
         ideal            : begin
                                   ALU_FUN      = 'b0;
                                   ALU_EN       = 'b0;
                                   CLKG_EN      = 'b0;
                                   RF_Address   = 'b0;
                                   RF_WrEn      = 'b0;
                                   RF_RdEn      = 'b0;
                                   RF_WrData    = 'b0;
                                   UART_TX_DATA = 'b0;
                                   UART_TX_VLD  = 'b0;
                                   CLKDIV_EN    = 'b1;
                            end
         RF_Wr_Addr       : begin
                                 if(UART_RX_VLD)
                                   begin
                                   save   = UART_RX_DATA               ;
                                   end 
                            end                   
         RF_Wr_Data       : begin 
                                 if(UART_RX_VLD)
                                   begin
                                   RF_WrEn      = 'b1;
                                   RF_WrData    = UART_RX_DATA         ;
                                   RF_Address   = save                 ;
                                   end                                 
                           end
         RF_Rd_Addr       : begin
                                 if(UART_RX_VLD)
                                   begin
                                   RF_Address          = save;
                                   RF_RdEn      = 'b1;
                                   end
                                 else if (RF_RdData_VLD)
                                   begin
                                   UART_TX_DATA  = RF_RdData            ;
                                   UART_TX_VLD   = 'b1;
                                   end
                           end                  
        Operand_A         : begin
                                  if(UART_RX_VLD)
                                   begin
                                   RF_WrEn      = 'b1;
                                   RF_WrData    = UART_RX_DATA         ;
                                   RF_Address   = 'd0                  ;
                                   end      
                            end  
        Operand_B         : begin
                                  if(UART_RX_VLD)
                                   begin
                                   RF_WrEn      = 'b1;
                                   RF_WrData    = UART_RX_DATA         ;
                                   RF_Address   = 'd1                  ;
                                   end      
                            end  
        ALU_FUN_S         : begin
                                  if(UART_RX_VLD)
                                    begin
                                    ALU_FUN      = UART_RX_DATA         ;
                                    CLKG_EN      = 'b1; 
                                    UART_TX_DATA  = ALU_OUT             ;
                                    ALU_EN       = 'b1;
                                    end
                                  else if (ALU_OUT_VLD)
                                   begin
                                   CLKG_EN      = 'b1; 
                                   UART_TX_DATA  = ALU_OUT              ;
                                   UART_TX_VLD   = 'b1;
                                   end
                            end     
endcase                                
end       
endmodule
```
`run.sh`:
```
#!/bin/bash
# OpenROAD 26Q1-2900-gdf79404cd8, Yosys 0.63+post, stock flow scripts
make -C /OpenROAD-flow-scripts/flow DESIGN_CONFIG=/design/flow/config.mk WORK_HOME=/design/flow/orfs finish
```
`constraint.sdc`:
```
current_design SYS_CTRL

set clk_period 2.8
set clk_io_pct 0.2

create_clock -name clk0 -period $clk_period [get_ports {CLK}]

set non_clock_inputs [all_inputs -no_clocks]
set_input_delay [expr $clk_period * $clk_io_pct] -clock clk0 $non_clock_inputs
set_output_delay [expr $clk_period * $clk_io_pct] -clock clk0 [all_outputs]
```
`config.mk`:
```
export PLATFORM = sky130hd
export DESIGN_NAME = SYS_CTRL
export DESIGN_NICKNAME = SYS_CTRL
export VERILOG_FILES = /design/flow/design.v
export SDC_FILE = /design/flow/constraint.sdc
export NUM_CORES = 4
export LEC_CHECK = 1
export CORE_AREA = 10 10 83 83
export DIE_AREA = 0 0 93 93
```
==> writeup.txt <==
The synthesized area divided by synthesized cell count was 8.57 µm²; the largest vdd supply drop was 0.000259 V. Looking at the critical path, the highest net fanout was 9. With the register area share after synthesis at 0.307, the aggregate negative setup slack is 0 ns. The placement report lists the number of port buffers as 54. The run gives 0.760 for the last weighted congestion value of the routability-driven placer. The run finished with clean final reports. The run gives 570 as the fill cell instance count of the final layout.

For the achievable frequency, the log shows 0.368 GHz. Setup repair after global routing left no endpoint under its margin. Subtracting the final worst setup slack from the clock period gives 2.71 ns.

The worst setup path is captured at an output port. The die width is 93 µm, and the count of antenna diodes in the layout is 0. The root buffer cell is sky130_fd_sc_hd__clkbuf_8. With the floorplan-stage core utilization at 0.112, the number of unique standard cell types used by synthesis is 25. The area growth from synthesis to layout was 114%; the clock latency at the later pin of the worst-skew pair was 0.22 ns. The number of levels the H-tree was split into is 1. The top cell types in the final layout, fill and taps aside, are 54 x sky130_fd_sc_hd__clkdlybuf4s50_1, 11 x sky130_fd_sc_hd__and2_1, 8 x sky130_fd_sc_hd__a22o_1. For the gate count after technology mapping, the log shows 67.

Remaining antenna violation count after routing: 0. The run gives 715 for the via count of the first global-routing pass. The ratio of final minimum period to clock period was 0.970; the number of cell instances after yosys synthesis was 67.

The run gives 193 as the non-filler instance count after layout. The count of boundary I/O pins was 68; the CTS clock-pin slew for the worst setup and hold paths was 0.04 ns. The number of OpenROAD warnings is 34. The clock passes through at most 2 buffers. The iteration count recorded for the first detailed-route pass is 4. The DRC violations left came out at 0. In this run the core area contains 26 standard-cell rows. The number of CTS-inserted buffers is 3. The data arrival time reported for the critical path is 2.15 ns.

The initial antenna violation count is 0. The overall via count from detail_route came out at 680. The overall routing resource usage is 0.0545, and the area of the core is 0.00514 mm². STA reports the tightest min-delay check as being of type reg -> reg. The count of buffers added by post-CTS timing repair for setup is 0. The most common library cell in the layout ignoring fill and taps was sky130_fd_sc_hd__clkdlybuf4s50_1. The clock arrives with 0.00380 ns of skew. The run gives 0.0813 for the share of post-route cells with drive strength above 1. The layout report lists the multi-input gate area as 340 µm². The die area is 0.00865 mm², and the detailed placer's ending HPWL is 2140 µm. The number of maximum-capacitance violations recorded for the run is 0. Per the layout area report, the register area comes to 176 µm². In this run, post-CTS hold repair placed 0 buffers. STA puts the critical path data required time at 2.24 ns.

The tools report the total count of max-transition violations in the final report as 0. Per the placement report, the placed cell count is 189. For this block, the routed nets add up to 2510 µm of wire. Per the OpenROAD floorplan log, the height of the die is 93 µm. Post-CTS repair changed the size of 0 cells. Summing every instance area after synthesis gives 574 µm². The stat command in Yosys gives a chip area of 574 µm². Number of failing setup endpoints in the final timing report: 0. The final timing report lists a hold violation count of 0.

The per-cell routed wire length works out to 13.0 µm. Type of the worst setup path: in -> out. The wire length of the first global-routing pass came out at 3800 µm. The via density per instance is 3.52, and the maximum number of pins on one net before global-route repair is 10.

The kind of launch point of the worst setup path is a primary input. The detailed router finished its first iteration with 10 violations. In this run the power density over the cells is 255 mW/mm². TritonCTS built the clock tree.

The power report puts the leakage power at 0.478 nW. According to the CTS report, the clock sink count is 7. Per the GRT congestion report, total overflow comes to 0. The count of state elements after synthesis was 7; the total number of yosys warnings was 1.
[critical path: stages]
cell                              delay [ns]
sky130_fd_sc_hd__clkdlybuf4s50_1        0.55
sky130_fd_sc_hd__o21a_1                 0.35
sky130_fd_sc_hd__a22o_1                 0.20
sky130_fd_sc_hd__clkdlybuf4s50_1        0.48
[metal layers]
layer  vias to the layer above  track usage  wire (µm)
met5                         -            0          0
met4                         0      0.00257         12
met3                         2       0.0234        228
met2                        41       0.0806       1030
met1                       296       0.0756       1240
li1                        341            -          -
[per-stage QoR]
stage | instance area (µm²) | total power (W) | hold WS (ns) | setup slack [ns] | util
floorplan | 582 | 0.000128 | 0.264 | 1.04 | -
global placement | 1190 | 0.000176 | 0.493 | 0.0918 | 0.231
detailed placement | 1190 | 0.000177 | 0.491 | 0.0766 | 0.231
CTS | 1230 | 0.000319 | 0.506 | 0.0751 | 0.240
global route | 1230 | 0.000328 | 0.536 | 0.0204 | 0.240
finish | 1230 | 0.000314 | 0.502 | 0.0850 | 0.240
[power by group]
part           total (W)  internal [W]  leakage [nW]  switching, W
Combinational  0.0000661     0.0000452         0.361     0.0000209
Sequential      0.000109      0.000107        0.0943    0.00000116
Clock           0.000139     0.0000982        0.0228     0.0000407
Total           0.000314      0.000251         0.478     0.0000628
[area by class of cell]
cell class,instances,area share
well taps,70,0.0711
flip-flops and latches,7,0.143
clock buffers,4,0.0366
inverters,5,0.0152
multi-input cells,50,0.276
repair buffers,57,0.457
[kinds of logic after synthesis]
kind of cell           Yosys count  share of synthesized area
muxes                            2                     0.0392
buffers and inverters           12                      0.113
DFF                              7                      0.307
and+or+nand+nor                 26                      0.285
other                            2                     0.0131
AOI/OAI and AO/OA               18                      0.242
[synth_stat cells]
| cell | count | area [µm²] |
|---|---|---|
| sky130_fd_sc_hd__buf_2 | 1 | 5.00 |
| sky130_fd_sc_hd__nand4bb_1 | 2 | 22.5 |
| sky130_fd_sc_hd__conb_1 | 2 | 7.51 |
| sky130_fd_sc_hd__o21ai_1 | 1 | 5.00 |
| sky130_fd_sc_hd__inv_1 | 5 | 18.8 |
| sky130_fd_sc_hd__nand3_2 | 1 | 10.0 |
| sky130_fd_sc_hd__and3_1 | 4 | 25.0 |
| sky130_fd_sc_hd__o21a_1 | 1 | 7.51 |
| sky130_fd_sc_hd__and2_1 | 11 | 68.8 |
| sky130_fd_sc_hd__a22o_1 | 8 | 70.1 |
| sky130_fd_sc_hd__a22oi_1 | 1 | 7.51 |
| sky130_fd_sc_hd__nor2_1 | 2 | 7.51 |
| sky130_fd_sc_hd__o31a_1 | 1 | 8.76 |
| sky130_fd_sc_hd__nand2_1 | 3 | 11.3 |
| sky130_fd_sc_hd__buf_4 | 5 | 37.5 |
| sky130_fd_sc_hd__a21oi_1 | 1 | 5.00 |
| sky130_fd_sc_hd__o211ai_1 | 1 | 7.51 |
| sky130_fd_sc_hd__clkbuf_1 | 1 | 3.75 |
| sky130_fd_sc_hd__dfrtp_1 | 6 | 150 |
| sky130_fd_sc_hd__mux2_2 | 2 | 22.5 |
| sky130_fd_sc_hd__or3_1 | 2 | 12.5 |
| sky130_fd_sc_hd__or2_1 | 1 | 6.26 |
| sky130_fd_sc_hd__dfstp_2 | 1 | 26.3 |
| sky130_fd_sc_hd__o22ai_1 | 3 | 18.8 |
| sky130_fd_sc_hd__a221oi_1 | 1 | 8.76 |
[final timing paths]
path / end / from / slack (ns) / cells past startpoint
hold / removal: register / curent_state[4] / 0.50 / 1
hold reg to reg: register / curent_state[4] / 0.50 / 1
setup reg to reg: curent_state[4] / curent_state[0] / 1.66 / 3
setup / recovery: UART_TX_DATA[5] / UART_RX_VLD / 0.09 / 4
min in group asynchronous: asynchronous set/reset pin / RST / 0.60 / 1
max in group asynchronous: curent_state[0] / RST / 1.91 / 1
Power figures rest on the tool's default switching activity, not on a simulated workload.
