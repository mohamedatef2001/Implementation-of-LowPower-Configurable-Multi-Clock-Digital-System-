**./config.mk**
```make
export PLATFORM = sky130hd
export DESIGN_NAME = LOGIC_UNIT
export DESIGN_NICKNAME = LOGIC_UNIT
export VERILOG_FILES = /design/flow/design.v
export SDC_FILE = /design/flow/constraint.sdc
export NUM_CORES = 4
export LEC_CHECK = 1
export CORE_AREA = 10 10 85 85
export DIE_AREA = 0 0 95 95
```
**./design.v**
```verilog
module LOGIC_UNIT #(parameter width = 16)
  (
  input wire [width-1:0] a, b ,
  input wire [3:0] alu_fun ,
  input wire clk , logic_enable , rst ,
  output reg [width-1:0] logic_out ,
  output reg logic_flag
  );
  always @ (posedge clk or negedge rst )
  if (!rst)
    begin
    logic_out <='b0;
    logic_flag <=1'b0;
    end
    else
    begin
      if (logic_enable)
        begin
        casex (alu_fun)
        'bxx00 : 
        begin
        logic_out <= a & b ;
        logic_flag <=1'b1;
        end
        'bxx01 : 
        begin
        logic_out <= a | b ;
        logic_flag <=1'b1;
        end
        'bxx10 : 
        begin
        logic_out <= ~(a & b) ;
        logic_flag <=1'b1;
        end
        'bxx11 : 
        begin
        logic_out <= ~(a | b) ;
        logic_flag <=1'b1;
        end
        default :
        begin 
          logic_out <= 'b0;
          logic_flag <= 1'b0;
        end
      endcase
    end
    else
      begin
      logic_out <='b0;
      logic_flag<= 1'b0;
    end
  end 
  endmodule
```
**./constraint.sdc**
```tcl
current_design LOGIC_UNIT

set clk_period 1.0
set clk_io_pct 0.2

create_clock -name clk0 -period $clk_period [get_ports {clk}]

set non_clock_inputs [all_inputs -no_clocks]
set_input_delay [expr $clk_period * $clk_io_pct] -clock clk0 $non_clock_inputs
set_output_delay [expr $clk_period * $clk_io_pct] -clock clk0 [all_outputs]
```
**./run.sh**
```bash
#!/bin/bash
# OpenROAD 26Q1-2900-gdf79404cd8, Yosys 0.63+post, stock flow scripts
make -C /OpenROAD-flow-scripts/flow DESIGN_CONFIG=/design/flow/config.mk WORK_HOME=/design/flow/orfs finish
```
==> impl_metrics.yaml <==
# synthesis and place-and-route metrics
final_timing:
  report.final.hold_viol_count: 0
  worst_slew_margin_rel_pct: 91.6
  postLayoutSetupSlackWorst_ps: 21.4
  share_of_the_clock_period_used_by_the_worst_path_pct: 97.9
  final-setup-viol-count: 0
  timing_max_transition_violations_final: 0
  achievable-frequency_mhz: 1020
  max_slew.worst_pin.slew_ps: 123
  final.hold.worst_slack_ps: 286
  period_minus_slack_ps: 979
  rsz0062_at_grt: "no"
critical_path:
  startpoint_type_of_the_worst_setup_path: "input pin"
  worst_setup_end_kind: "register"
  cp.arrival_ps: 1110
  critPathLaunch: "a[1]"
  crit_required_ps: 1140
  crit_fanout: 1
  cp_cell_sequence: "clkdlybuf4s50_1, maj3_1, mux2i_1"
  worst-setup-path-type: "input pin to register"
  crit_slowest_cell: "clkdlybuf4s50_1"
  slowest_delay_ps: 410
placed_design:
  detailed_place.area_mm2: 0.00147
  buffer_ports.inserted: 53
  dp_worst_setup_slack_ps: -441
  post-place-cells: 180
  gpl.final_weighted_congestion: 0.766
route:
  routed-wl-met3_um: 207
  via_density_per_instance: 3.50
  detail_route.wirelength.met1_um: 1040
  routed-via-count: 647
  antenna_cells: 0
  route.antenna.remaining_nets: 0
  drc: 0
  detail_route.wl_per_cell_um: 14.0
  met2_length_um: 1340
  detail_route.first_pass.iterations: 3
  totalWireLength_um: 2590
  highest_layer: "met4"
  violation_count_after_the_first_detailed_routing_iteration: 3
clock_tree:
  cts_inserted_buffers: 3
  clkTransAtPathRegs_ps: 70
  cts_hold_buf: 0
  cts_max_path_buffers: 2
  cts-htree-levels: 1
  cts_tree: "done"
  clock_sinks: 17
  clockRootBuffer: "clkbuf_8"
synth:
  topCellsByArea: "dfrtp_1, mux2i_1, maj3_2"
  sequential_cell_area_fraction_in_the_yosys_report_pct: 52.7
  top_cell_area_share_pct: 52.7
  postSynth.topFlopCell: "dfrtp_1"
  synth_stat.cells: 56
  share_of_synthesized_registers_carrying_an_async_set_or_reset_pct: 100
  syn_area_per_cell_um2: 14.4
  enable_flop_cells: 0
  yosysTopAreaCell: "dfrtp_1"
  synthMostInstantiatedCell: "dfrtp_1"
  synth.cells.most_frequent: "dfrtp_1, mux2i_1, maj3_2"
  ys.flops: 17
  mappedNetlistArea_um2: 807
  synth-area-yosys_um2: 807
  syn_inst: 56
  yosysUniqueCellTypes: 10
  yosysWarnings: 1
cells_and_area:
  area_growth_syn_to_layout_pct: 80.6
  final-instance-count-excl-fill: 185
  final_design_area_no_fill_mm2: 0.00146
  drive_above_1_share_pct: 32.7
outcome:
  status: "finished, final reports clean"
global_routing:
  initial_antenna_violation_count: 0
  globalRouteOverflowTotal: 0
  grt_pass1_vias: 776
  pin_count_of_the_biggest_net_entering_global_routing: 18
  wire_length_of_the_first_global_routing_pass_um: 4000
  grt_usage_pct: 5.71
floorplan:
  die_height_um: 95
  initCoreUtil_pct: 14.7
  core_mm2: 0.00547
  chipArea_mm2: 0.00903
  placementRows: 27
  ioPinCount: 56
  die_w_um: 95
run:
  number_of_openroad_warnings: 27
  maxCapViolations: 0
min_path:
  path_class_of_the_lowest_slack_min_delay_path: "input pin to async pin"
power:
  vdd_ir_drop_max_v: 0.000410
  p_leak_nw: 0.667
  power.density_mw_per_mm2: 1150
-- kinds of logic (layout without fill, tap and decap cells) --
group,count (synthesis),after routing,synth area share (%)
multiplexers,16,16,19.8
AND/OR/NAND/NOR,2,2,1.24
buffers and inverters,5,62,4.81
adder cells (fa/ha/maj),16,16,21.4
flip-flops,17,17,52.7
-- metrics by stage --
| stage | TNS, ps | utilization, % | total power, mW |
|---|---|---|---|
| final | 0 | 26.6 | 1.67 |
| after floorplan | 0 | - | 0.890 |
| after global routing | 0 | 26.6 | 1.78 |
| after CTS | 0 | 26.8 | 1.73 |
| after global placement | -6240 | 26.8 | 1.21 |
| after detailed placement | -6430 | 26.8 | 1.22 |
-- timing repair --
action                     CTS  global route
setup endpoints to repair   33             3
gates resized               53             3
buffers inserted             0             0
cloned                       1             0
-- registers in the layout, summed over array words and instances, names as in the netlist --
name and flops:
logic_out 16, logic_flag 1
-- final cells by class --
class,instances,area (µm²)
clock buffers,4,45.0
fillers,580,4020
well taps,72,90.1
repair buffers,58,553
flip-flops and latches,17,425
multi-input cells,34,344
-- routing by layer --
layer	vias to the layer above	GRT usage, %
met5	-	0
met1	308	6.98
met4	0	0.748
met2	24	9.73
met3	2	2.00
li1	313	-
-- placed cells by master (no fill, tap or decap), drive strengths merged --
| cell | count |
|---|---|
| nand2b | 1 |
| nand2 | 1 |
| dfrtp | 17 |
| maj3 | 16 |
| mux2i | 16 |
| clkbuf | 6 |
| bufbuf | 1 |
| clkdlybuf4s50 | 35 |
| buf | 20 |
-- how the worst max path moves through the flow --
| stage | endpoint | slack (ps) | cells past startpoint |
|---|---|---|---|
| after CTS | logic_out[10] | 1 | 1 |
| final | logic_out[1] | 20 | 3 |
| after global routing | logic_out[4] | 0.3 | 3 |
-- critical path: cells and delay by family --
family     cells  cell delay, ps
buf+inv        1             410
fa+ha+maj      1             370
mux            1             130
-- report_power, final --
part	internal [mW]	switching (mW)	leakage [nW]
combinational	0.278	0.124	0.427
clock	0.282	0.234	0.0228
sequential	0.740	0.0132	0.218
No activity file was given, so power comes from the tool's default toggle rates.
